<file path="/design/flow/design.v">
module ComplexCounter_4Bit(
	input wire			Clk, nReset, Enable,
	input wire [3:0]  Mode,
	output reg [3:0]	Count
);
	reg [3:0]	cState, nState;
	always @ (negedge Clk)
	begin
		if (!nReset)
			cState <= 4'b1001;  
		else
			cState <= nState;
	end
	always @ (*)
	begin
		if (Enable)
			begin
				if (Mode == 4'd9)
					begin
						case (cState)
							4'b1001 : nState <= 4'b1000;   
							4'b1000 : nState <= 4'b0111;   
							4'b0111 : nState <= 4'b0110;   
							4'b0110 : nState <= 4'b0101;   
							4'b0101 : nState <= 4'b0100;   
							4'b0100 : nState <= 4'b0011;   
							4'b0011 : nState <= 4'b0010;   
							4'b0010 : nState <= 4'b0001;   
							4'b0001 : nState <= 4'b0000;   
							default : nState <= 4'b1001;   
						endcase
					end
				else if (Mode == 4'd5)
					begin
						case (cState)
							4'b0101 : nState <= 4'b0100;   
							4'b0100 : nState <= 4'b0011;   
							4'b0011 : nState <= 4'b0010;   
							4'b0010 : nState <= 4'b0001;   
							4'b0001 : nState <= 4'b0000;   
							default : nState <= 4'b0101;   
						endcase
					end
				else if (Mode == 4'd1)
					begin
						case (cState)
							4'b0001 : nState <= 4'b0000;   
							default : nState <= 4'b0101;   
						endcase 
					end
				else
					nState <= 4'b0000;
			end
		else 
			nState <= 4'b0000;
	end
	always @ (*)
		begin
				Count <= cState;
		end
endmodule 
module Counter_Main(CounterInput, CounterEnable, Clk, nReset, PresentTime);
	input [3:0]CounterInput;
	input CounterEnable, Clk, nReset;
	wire [3:0] S1, S2, S3;
	output [11:0]PresentTime;
	ComplexCounter_4Bit C3(.Clk(Clk), .nReset(nReset), .Enable(S2==4'b0000 && S1 ==4'b0000 ), .Mode(CounterInput == 4'd1 ? 4'b0001 : 4'd9), .Count(S3));  
	ComplexCounter_4Bit C2(.Clk(Clk), .nReset(nReset), .Enable(S1==4'b0000), .Mode(4'b0101), .Count(S2));   
	ComplexCounter_4Bit C1(.Clk(Clk), .nReset(nReset), .Enable(CounterEnable), .Mode(4'b1001), .Count(S1));  
	assign PresentTime = {S1, S2, S3};
endmodule
</file>
<file path="/design/flow/constraint.sdc">
current_design Counter_Main

set clk_period 1.5
set clk_io_pct 0.2

create_clock -name clk0 -period $clk_period [get_ports {Clk}]

set non_clock_inputs [all_inputs -no_clocks]
set_input_delay [expr $clk_period * $clk_io_pct] -clock clk0 $non_clock_inputs
set_output_delay [expr $clk_period * $clk_io_pct] -clock clk0 [all_outputs]
</file>
<file path="/design/flow/config.mk">
export PLATFORM = sky130hd
export DESIGN_NAME = Counter_Main
export DESIGN_NICKNAME = Counter_Main
export VERILOG_FILES = /design/flow/design.v
export SDC_FILE = /design/flow/constraint.sdc
export NUM_CORES = 4
export LEC_CHECK = 1
export CORE_AREA = 10 10 75 75
export DIE_AREA = 0 0 85 85
</file>
<file path="/design/flow/run.sh">
#!/bin/bash
# OpenROAD 26Q1-2900-gdf79404cd8, Yosys 0.63+post, stock flow scripts
make -C /OpenROAD-flow-scripts/flow DESIGN_CONFIG=/design/flow/config.mk WORK_HOME=/design/flow/orfs finish
</file>
==> impl_metrics.tcl <==
# collected from the flow reports
set metrics [dict create \
    cp_max_fo 4 \
    syn_avg_cell_area_um2 9.42 \
    clk_latency_ns 0.31 \
    dp_cells 152 \
    diodes 0 \
    routed_wl_um 1730 \
    clock_skew_ns 0.0103 \
    grt_max_degree 9 \
    fin_cells 169 \
    regToRegSetupSlack_ns -0.12 \
    drc_errors 0 \
    max-cap-violations 0 \
    synth-edff-count 0 \
    pwr-share-comb 0.189 \
    powerDensity_nw_per_um2 835 \
    log.warning_count 44 \
    numCtsBuffers 3 \
    rsz0062_at_grt "yes" \
    synth.most_common_cell "dfxtp_1" \
    dr_total_vias 659 \
    die_h_um 85 \
    yosysTopAreaCell "dfxtp_1" \
    ys_warn_count 1 \
    core-area_um2 4060 \
    avgRoutedWirePerCell_um 10.2 \
    critical_path_buf_inv_count 1 \
    fin_ws_ns -0.306 \
    p_leak_uw 0.000553 \
    drtAntennaViolNets 0 \
    clockBufferDepth 2 \
    top_cells_by_count "12 x dfxtp_1, 7 x inv_1, 6 x ha_1" \
    netlist-cell-type-count 30 \
    crit_type "reg -> out" \
    layout-drive-gt1-share 0.504 \
    area_leaders "dfxtp_1 38%, ha_1 12%, inv_1 4.1%" \
    areaGrowthSynthToFinish_pct 75.2 \
    clk_pin_slew_ns 0.03 \
    worstPathArrival_ns 1.51 \
    gp_congestion 0.784 \
    setup_viol 16 \
    drv_slew 0 \
    root_buffer "clkbuf_8" \
    die_area_um2 7230 \
    cp_cell_sequence "buf_6" \
    cts_sinks 12 \
    synthArstFlopShare 0 \
    p_sw_uw 271 \
    cp-start-kind "flip-flop" \
    drt_iter0_markers 26 \
    p_seq_frac 0.372 \
    ys_seq_frac 0.375 \
    dpl_cell_area_um2 1030 \
    rows 23 \
    hold_violations 0 \
    synth_area_um2 641 \
    slowest_stage "dfxtp_4" \
    slew-limit-headroom 0.803 \
    antenna_found_initial 0 \
    ctsHtreeMaxLevel 1 \
    synthFlopType "dfxtp_1" \
    ir_drop_v 0.000465 \
    worstPathRequired_ns 1.20 \
    violations "setup timing" \
    status "finished with violations" \
    worst_pin_slew_ns 0.294 \
    io_pins 19 \
    grt_pass1_wl_um 2890 \
    top_area_frac 0.375 \
    fin_tns_setup_ns -3.74 \
    power.internal_uw 667 \
    critical-path-max-stage-delay_ns 0.35 \
    die_w_um 85 \
    grt_pass1_vias 677 \
    numPortBuffers 18 \
    hold_path_class "reg -> reg" \
    endpoint_kind "primary output" \
    final_core_utilization 0.277 \
    grt_overflow_total 0 \
    hpwlAfterDp_um 1320 \
    ys_cells 68 \
    drt-pass1-iter-count 2 \
    critPathTopFamily "flip-flops" \
    yosys-stat-area_um2 641 \
    clockPowerShare 0.439 \
    synth_cells 68 \
    cts_tree "yes" \
    track_usage 0.0464 \
    ys_ff 12 \
    via_per_inst 3.90 \
    fp_util 0.158 \
    design_area_um2 1120 \
    swShare 0.289 \
]
-- power groups by stage --
stage / Clock (µW) / Combinational [µW] / Sequential [µW]
after CTS: 436 / 168 / 350
after global routing: 477 / 201 / 350
final: 411 / 177 / 349
-- final cells by class --
| class | instances | area, µm² |
|---|---|---|
| inverters | 6 | 22.5 |
| clock inverters | 12 | 45.0 |
| clock buffers | 3 | 41.3 |
| multi-input cells | 48 | 410 |
| repair buffers | 38 | 283 |
| fillers | 415 | 2940 |
| flip-flops and latches | 12 | 258 |
| well taps | 50 | 62.6 |
-- layer usage --
metal  global-route usage  vias up  part of all wire
li1                     -      347                 -
met1               0.0578      297              0.51
met2               0.0674       15              0.45
met3               0.0222        0             0.034
met4               0.0180        0                 0
met5                    0        -                 0
-- path summary, 6_finish.rpt --
kind,start,end,depth (start not counted)
worst max register to register,C2.cState[2],C3.cState[1],4
worst min-delay path,C2.cState[3],C2.cState[1],2
worst min register to register,C2.cState[3],C2.cState[1],2
worst max-delay path,C3.cState[0],PresentTime[0],1
-- cells in the final DEF, fill, tap and decap left out, types with 3 or more instances in the layout --
cell type	n
o21ai_0	4
inv_1	18
buf_2	12
buf_6	5
nor2_1	4
ha_1	5
clkbuf_8	3
buf_4	19
nand2b_1	3
dfxtp_2	11
-- flip-flops by register name (all words and copies together) (netlist names) --
signal / cells
C2.cState: 4
C1.cState: 4
C3.cState: 4
-- kinds of logic (layout without fill, tap and decap cells) --
family / Yosys count / after routing / share of synthesized area
AOI/OAI and AO/OA: 16 / 16 / 0.166
xor gates and xnor gates: 2 / 2 / 0.0273
adders and majority gates: 6 / 6 / 0.117
buffers and inverters: 8 / 59 / 0.0586
DFF: 12 / 12 / 0.375
muxes: 1 / 1 / 0.0156
and+or+nand+nor: 23 / 23 / 0.240
-- timing repair --
action	in CTS	in global routing
pin swaps	6	3
endpoints found under the hold margin	0	0
hold buffers	0	0
cloned	0	0
endpoints found under the setup margin	24	17
resized	76	6
setup buffers	0	4
-- stage by stage --
step,hold WS (ns),worst slack (ns),power [µW]
2_1_floorplan,0.438,-0.403,487
3_3_place_gp,0.559,-0.958,583
3_5_place_dp,0.562,-0.971,585
4_1_cts,0.529,-0.325,954
5_1_grt,0.582,-0.351,1030
6_report,0.530,-0.306,938
Power figures rest on the tool's default switching activity, not on a simulated workload.
